--- ./config.mk ---
export PLATFORM = sky130hd
export DESIGN_NAME = async_fifo
export DESIGN_NICKNAME = async_fifo
export VERILOG_FILES = /design/flow/design.v
export SDC_FILE = /design/flow/constraint.sdc
export NUM_CORES = 4
export LEC_CHECK = 1
export CORE_UTILIZATION = 50
export SYNTH_MEMORY_MAX_BITS = 65536
--- ./constraint.sdc ---
current_design async_fifo

set clk_period 594.9
set clk_io_pct 0.2

create_clock -name clk0 -period $clk_period [get_ports {clk_read}]
create_clock -name clk1 -period $clk_period [get_ports {clk_write}]

set non_clock_inputs [all_inputs -no_clocks]
set_input_delay [expr $clk_period * $clk_io_pct] -clock clk0 $non_clock_inputs
set_output_delay [expr $clk_period * $clk_io_pct] -clock clk0 [all_outputs]
--- ./design.v ---
`timescale 1ns / 1ps
module async_fifo
	#(
		parameter DATA_WIDTH=8,
					 FIFO_DEPTH_WIDTH=11   
	)
	(
	input wire rst_n,
	input wire clk_write,clk_read,  
	input wire write,read, 
	input wire [DATA_WIDTH-1:0] data_write,  
	output [DATA_WIDTH-1:0] data_read,  
	output reg full,empty,  
	output reg[FIFO_DEPTH_WIDTH-1:0] data_count_w,data_count_r  
    );
	 localparam FIFO_DEPTH=2**FIFO_DEPTH_WIDTH;
	 reg[FIFO_DEPTH_WIDTH:0] w_ptr_q=0;  
	 reg[FIFO_DEPTH_WIDTH:0] r_ptr_sync;  
	 reg[FIFO_DEPTH_WIDTH:0] r_grey_sync;  
	 reg[3:0] i;  
	 wire[FIFO_DEPTH_WIDTH:0] w_grey,w_grey_nxt;  
	 wire we;
	 assign w_grey=w_ptr_q^(w_ptr_q>>1);  
	 assign w_grey_nxt=(w_ptr_q+1'b1)^((w_ptr_q+1'b1)>>1);   
	 assign we= write && !full; 
	 always @(posedge clk_write,negedge rst_n) begin
		if(!rst_n) begin
			w_ptr_q<=0;
			full<=0;
		end
		else begin
			if(write && !full) begin  
				w_ptr_q<=w_ptr_q+1'b1; 
				full <= w_grey_nxt == {~r_grey_sync[FIFO_DEPTH_WIDTH:FIFO_DEPTH_WIDTH-1],r_grey_sync[FIFO_DEPTH_WIDTH-2:0]};  
			end
			else full <= w_grey == {~r_grey_sync[FIFO_DEPTH_WIDTH:FIFO_DEPTH_WIDTH-1],r_grey_sync[FIFO_DEPTH_WIDTH-2:0]}; 
			for(i=0;i<=FIFO_DEPTH_WIDTH;i=i+1) r_ptr_sync[i]=^(r_grey_sync>>i);  
			data_count_w <= (w_ptr_q>=r_ptr_sync)? (w_ptr_q-r_ptr_sync):(FIFO_DEPTH-r_ptr_sync+w_ptr_q);  
		end							
	 end
	 reg[FIFO_DEPTH_WIDTH:0] r_ptr_q=0;  
	 reg[FIFO_DEPTH_WIDTH:0] w_ptr_sync;  
	 reg[FIFO_DEPTH_WIDTH:0] w_grey_sync;  
	 wire[FIFO_DEPTH_WIDTH:0] r_grey,r_grey_nxt;  
	 wire[FIFO_DEPTH_WIDTH:0] r_ptr_d;
	 assign r_grey= r_ptr_q^(r_ptr_q>>1);   
	 assign r_grey_nxt= (r_ptr_q+1'b1)^((r_ptr_q+1'b1)>>1);  
	 assign r_ptr_d= (read && !empty)? r_ptr_q+1'b1:r_ptr_q;
	 always @(posedge clk_read,negedge rst_n) begin
		if(!rst_n) begin
			r_ptr_q<=0;
			empty<=1;
		end
		else begin
			r_ptr_q<=r_ptr_d;
			if(read && !empty) empty <= r_grey_nxt==w_grey_sync; 
			else empty <= r_grey==w_grey_sync; 
			for(i=0;i<=FIFO_DEPTH_WIDTH;i=i+1) w_ptr_sync[i]=^(w_grey_sync>>i);  
			data_count_r = (w_ptr_q>=r_ptr_sync)? (w_ptr_q-r_ptr_sync):(FIFO_DEPTH-r_ptr_sync+w_ptr_q);  
		end
	 end
	 reg[FIFO_DEPTH_WIDTH:0] r_grey_sync_temp;
	 reg[FIFO_DEPTH_WIDTH:0] w_grey_sync_temp;
	 always @(posedge clk_write) begin  
		r_grey_sync_temp<=r_grey; 
		r_grey_sync<=r_grey_sync_temp;
	 end
	 always @(posedge clk_read) begin  
		w_grey_sync_temp<=w_grey;
		w_grey_sync<=w_grey_sync_temp;
	 end
	dual_port_sync #(.ADDR_WIDTH(FIFO_DEPTH_WIDTH) , .DATA_WIDTH(DATA_WIDTH)) m0
	(
		.clk_r(clk_read),
		.clk_w(clk_write),
		.we(we),
		.din(data_write),
		.addr_a(w_ptr_q[FIFO_DEPTH_WIDTH-1:0]),  
		.addr_b(r_ptr_d[FIFO_DEPTH_WIDTH-1:0] ),  
		.dout(data_read)
	);
endmodule
module dual_port_sync
	#(
		parameter ADDR_WIDTH=11,  
					 DATA_WIDTH=8
	)
	(
		input wire clk_r,
		input wire clk_w,
		input wire we, 
		input wire[DATA_WIDTH-1:0] din,
		input wire[ADDR_WIDTH-1:0] addr_a,addr_b,  
		output wire[DATA_WIDTH-1:0] dout
	);
	reg[DATA_WIDTH-1:0] ram[2**ADDR_WIDTH-1:0];
	reg[ADDR_WIDTH-1:0] addr_b_q;
	always @(posedge clk_w) begin
		if(we) ram[addr_a]<=din;
	end
	always @(posedge clk_r) begin
		addr_b_q<=addr_b;	
	end
	assign dout=ram[addr_b_q];
endmodule
--- ./run.sh ---
#!/bin/bash
# OpenROAD 26Q1-2900-gdf79404cd8, Yosys 0.63+post, stock flow scripts
make -C /OpenROAD-flow-scripts/flow DESIGN_CONFIG=/design/flow/config.mk WORK_HOME=/design/flow/orfs finish
==> reports/qor.txt <==
Clock share of power - 31.7%
Most popular library cell in the synthesized design by count - edfxtp_1
CTS tree - built
Die Width - 1.13 mm
Mean number of vias per cell - 6.15
Hold Fails Final Rpt - 0
Dominant combinational cell family by area after synthesis - multiplexers
Worst clock skew - 0.131 ns
Fin. max-slew vios - 0
Cell type with the highest aggregate area in the netlist - edfxtp_1
Number of synthesis warnings - 2
Internal power - 2.32 mW
Worst-Margin Slew - 1.22 ns
Switching power share of the total - 29.4%
Number of detailed-routing iterations run before antenna repair - 8
#FFs+latches synth - 16500
Mux contribution to synthesized area - 19.3%
Count of port buffers added during placement - 43
Cell count after synthesis - 26200
End of the worst register-to-register path - m0.ram[945][0]$_DFFE_PP_
Placement row count - 413
XOR/XNOR Fraction of Synth Area - 0.169%
Number of I/O pins - 45
Final sum of negative setup slack - 0 ns
Share of final-layout standard cells stronger than drive strength 1 - 31.9%
Count of buffers added by post-CTS timing repair for setup - 0
Core utilization at floorplan - 50.2%
Share of power burned in combinational logic - 29.0%
Hold-critical path endpoint - r_grey_sync_temp[6]$_DFF_P_
Number of warnings in the stage logs - 135
Final Non-Filler Cells - 46100
Count of unresolved DRC violations after routing - 0
Switching Power - 969 uW
Startpoint of the most critical hold path - r_ptr_q[6]$_DFF_PN0_
Most frequently used flop master after synthesis - edfxtp_1
Number of instances in the placed design - 42800
Remaining antenna violation count after routing - 0
Vias in the first global route - 320000
Remaining global-route overflow - 0
Global-route wire length before repair - 2320 mm
Fraction of registers with async set/reset - 0.158%
Avg Cell Area, Syn - 24.2 um^2
Register-to-Register Path Depth - 10
Power density cells - 4.59 nW/um^2
Outcome - completed
Relative contribution of sequential cells to total power - 39.3%
Gp weighted congestion - 0.875
Static leakage - 219 nW
Peak supply drop - 4.05 uV
Final wirelength - 1620 mm
Critical Setup Path Class - reg -> out
Number of DRC markers in iteration 0 - 18700
Die ar. - 1280000 um^2
Count of flip-flops with a built-in enable after synthesis - 16400
Simple Share, Synth - 1.41%
CP Max Fanout - 51
Area of the synthesized netlist per yosys stat - 635000 um^2
Clock-pin slew on the worst setup and hold paths - 0.06 ns
Arrival time of the worst setup path - 10.23 ns
Area of the core region - 1270000 um^2
Aggregate global-route resource usage - 29.4%
Worst setup timing slack at the placement stage - 465.93 ns
Cell types occupying the most area after synthesis - edfxtp_1 (78%), mux4_2 (19%), nor2_1 (1.2%)
Clock sink total - 16500
Dominant cell area share - 77.6%
Post-Syn Area - 635000 um^2
Class of the tightest hold or removal check - reg -> reg
End-of-flow core utilization - 56.6%
Worst max-slew margin expressed relative to the limit - 18.4%
Startpoint kind of the worst setup timing path - flip-flop
Largest net degree at the start of global routing - 145
Count of distinct cell types in the synthesized netlist - 44
Worst Hold Margin - 0.219 ns
Adders+Majority by Area - 0.0996%
Die boundary height - 1.13 mm
Share of synthesized area occupied by flip-flops and latches - 77.9%
Setup violation total in the final timing report - 0
Area fraction in compound gates after synthesis - 0.0835%
Detailed-placement wirelength estimate - 995 mm
Required time at the endpoint of the critical path - 475.92 ns
Commonest cells post-synth - edfxtp_1 (16400), mux4_2 (5440), nor2_1 (2086), clkbuf_1 (1019), buf_2 (355)
Number of vias in the routed layout - 283000
Synth-to-layout area growth - 12.8%
Drt wl/cell - 35.1 um
Hold path depth - 2
Worst-case register-to-register setup slack - 589.18 ns
Number of antenna violations at the first check in global routing - 116
Reg2reg start - w_ptr_q[3]$_DFFE_PN0P_
Unrepaired setup endpoints after global routing - no
Element type at the critical path end - output port
PnR worst setup slack - 465.69 ns
Number of cells in the yosys synthesis report - 26200
Max-cap violation count - 0
per-stage QoR:
stage	power, mW	area, um^2
2_1_floorplan	1.91	635000
3_3_place_gp	2.28	662000
3_5_place_dp	2.28	662000
4_1_cts	3.32	716000
5_1_grt	3.41	717000
6_report	3.29	717000
power groups by stage:
stage         clock (mW)  sequential (mW)  combinational [mW]
CTS                 1.06             1.29               0.968
finish              1.04             1.29               0.955
global route        1.10             1.29                1.01
critical path: stages, from the launching register on:
cell and delay [ns]:
dfxtp_4 0.83, buf_4 0.68, buf_4 0.66, buf_4 0.67, buf_4 0.46, buf_4 0.56, buf_4 0.54, buf_4 0.60
buf_4 0.71, mux4_2 0.42, mux4_2 0.55, mux4_2 0.58, mux4_2 0.61, o22ai_2 0.51, buf_4 0.29, nor4_1 0.09
clkdlybuf4s50_1 0.76
what timing repair did:
action	4_1_cts	5_1_grt
setup endpoints to repair	0	0
hold endpoints to repair	12	0
gates resized	0	0
hold buffers	17	0
layer usage:
metal  wire length (um)  global-route usage [%]  up-vias
li1                   -                       -   116000
met1             481000                    37.6   147000
met2             765000                    40.7    18200
met3             315000                    24.6     2678
met4              56100                    7.92      140
met5               2390                    2.19        -
cell type report:
type                            count  area, um^2
Timing Repair Buffer             1466       11900
Antenna cell                      183         458
Inverter                           40         150
Sequential cell                 16500      495000
Fill cell                       88600      549000
Tap cell                        16800       21000
Multi-Input combinational cell   8025      134000
Clock inverter                   1018        9250
Clock buffer                     2070       45100
state kept, by name, indices dropped and copies added (netlist names):
register          count
m0.ram            16384
r_grey_sync          12
r_grey_sync_temp     12
r_ptr_q              12
w_grey_sync          12
w_grey_sync_temp     12
w_ptr_q              12
data_count_r         11
data_count_w         11
m0.addr_b_q          11
r_ptr_sync           11
empty                 1
full                  1
worst max path at each step:
stage	start	endpoint	slack [ns]	depth (start not counted)
CTS	m0.addr_b_q[1]$_DFF_P_	data_read[0]	465.56	16
global route	m0.addr_b_q[1]$_DFF_P_	data_read[0]	465.35	16
finish	m0.addr_b_q[1]$_DFF_P_	data_read[0]	465.69	16
logic make-up (layout without fill, tap and decap cells):
kind of cell / count (synthesis) / count (layout)
xor gates and xnor gates: 118 / 118
buffers and inverters: 1697 / 4594
and+or+nand+nor: 2325 / 2325
muxes: 5442 / 5442
other: 0 / 183
adders and majority gates: 50 / 50
DFF: 16500 / 16500
AOI/OAI and AO/OA: 90 / 90
layout by cell type, fill, tap and decap left out, types with 29 or more instances in the layout:
master           instances
clkinvlp_4              55
inv_1                   40
clkinv_1               413
nand3_1                 29
xnor2_1                 76
edfxtp_1             16400
clkinv_2               321
buf_4                 1358
dfxtp_1                 51
clkbuf_1               312
bufinv_16              169
nand2_1                116
ha_1                    49
nor2_1                2086
xor2_1                  39
diode_2                183
clkdlybuf4s50_1         34
clkbuf_16             1752
mux4_2                5440
buf_12                  43
No activity file was given, so power comes from the tool's default toggle rates.
